===== flow/run.sh =====
#!/bin/bash
# OpenROAD 26Q1-2900-gdf79404cd8, Yosys 0.63+post, stock flow scripts
make -C /OpenROAD-flow-scripts/flow DESIGN_CONFIG=/design/flow/config.mk WORK_HOME=/design/flow/orfs finish

===== flow/config.mk =====
export PLATFORM = sky130hd
export DESIGN_NAME = axis_jtag_v1_0
export DESIGN_NICKNAME = axis_jtag_v1_0
export VERILOG_FILES = /design/flow/design.v
export SDC_FILE = /design/flow/constraint.sdc
export NUM_CORES = 4
export LEC_CHECK = 1
export CORE_UTILIZATION = 40

===== flow/constraint.sdc =====
current_design axis_jtag_v1_0

set clk_period 12.4
set clk_io_pct 0.2

create_clock -name clk0 -period $clk_period [get_ports {s_axis_aclk}]

set non_clock_inputs [all_inputs -no_clocks]
set_input_delay [expr $clk_period * $clk_io_pct] -clock clk0 $non_clock_inputs
set_output_delay [expr $clk_period * $clk_io_pct] -clock clk0 [all_outputs]

===== flow/design.v =====
`timescale 1 ns / 1 ps
   module axis_jtag_v1_0 #
   (
      parameter integer C_S_AXIS_DATA_WIDTH   = 64,
      parameter integer C_S_AXIS_DATA_LENGTH  = 32,
      parameter integer C_TCK_CLOCK_RATIO     = 4
   )
   (
      input  wire                                  channel,
      input  wire                                  s_axis_aclk,
      input  wire [C_S_AXIS_DATA_WIDTH-1 : 0]      s_axis_tdata,
      input  wire                                  s_axis_tvalid,
      output wire                                  s_axis_tready,
      input  wire [7 : 0]                          s_axis_tkeep,
      input  wire                                  s_axis_tlast,
      (* X_INTERFACE_INFO = "xilinx.com:interface:jtag:2.0 jtag_0 TCK" *)
      output wire                                  TCK_0,
      (* X_INTERFACE_INFO = "xilinx.com:interface:jtag:2.0 jtag_0 TMS" *)
      output wire                                  TMS_0,
      (* X_INTERFACE_INFO = "xilinx.com:interface:jtag:2.0 jtag_0 TDI" *)
      output wire                                  TDI_0,
      (* X_INTERFACE_INFO = "xilinx.com:interface:jtag:2.0 jtag_0 TDO" *)
      input  wire                                  TDO_0,
      (* X_INTERFACE_INFO = "xilinx.com:interface:jtag:2.0 jtag_1 TCK" *)
      output wire                                  TCK_1,
      (* X_INTERFACE_INFO = "xilinx.com:interface:jtag:2.0 jtag_1 TMS" *)
      output wire                                  TMS_1,
      (* X_INTERFACE_INFO = "xilinx.com:interface:jtag:2.0 jtag_1 TDI" *)
      output wire                                  TDI_1,
      (* X_INTERFACE_INFO = "xilinx.com:interface:jtag:2.0 jtag_1 TDO" *)
      input  wire                                  TDO_1
   );
   wire [31:0] tdo_vector;
   wire [31:0] tdi_vector;
   wire [31:0] tms_vector;
   wire        enable;
   wire        reset;
   wire        done;
   wire        TCK;
   wire        TMS;
   wire        TDI;
   wire        TDO;
   reg         x1;
   reg         x2;
   reg         x3;
   reg         x4;
   reg         x5;
   reg         x6;
   always @(*) begin
      if (channel == 1'b0) begin
         x1 <= TCK;
         x2 <= TMS;
         x3 <= TDI;
         x4 <= 1'b0;
         x5 <= 1'b0;
         x6 <= 1'b0;
      end else begin
         x1 <= 1'b0;
         x2 <= 1'b0;
         x3 <= 1'b0;
         x4 <= TCK;
         x5 <= TMS;
         x6 <= TDI;
      end
   end
   assign TCK_0 = x1;
   assign TMS_0 = x2;
   assign TDI_0 = x3;
   assign TCK_1 = x4;
   assign TMS_1 = x5;
   assign TDI_1 = x6;
   jtag_fifo # (
      .C_S_AXIS_DATA_WIDTH (C_S_AXIS_DATA_WIDTH)
   ) u_jtag_fifo (
      .CLK        (s_axis_aclk),
      .RESET      (reset),
      .ENABLE     (enable),
      .DONE       (done),
      .TMS_VECTOR (tms_vector),
      .TDI_VECTOR (tdi_vector),
      .TDO_VECTOR (tdo_vector),
      .S_AXIS_TDATA (s_axis_tdata),
      .S_AXIS_TVALID (s_axis_tvalid),
      .S_AXIS_TREADY (s_axis_tready)
   );
   jtag_fifo_proc # (
      .C_TCK_CLOCK_RATIO (C_TCK_CLOCK_RATIO),
      .C_S_AXIS_DATA_LENGTH (C_S_AXIS_DATA_LENGTH)
   ) u_jtag_fifo_proc (
      .CLK        (s_axis_aclk),
      .RESET      (reset),
      .ENABLE     (enable),
      .DONE       (done),
      .TMS_VECTOR (tms_vector),
      .TDI_VECTOR (tdi_vector),
      .TDO_VECTOR (tdo_vector),
      .TCK        (TCK),
      .TMS        (TMS),
      .TDI        (TDI),
      .TDO        (TDO)
   );
   endmodule
`timescale 1ns / 1ps
module jtag_fifo # (
   parameter integer C_S_AXIS_DATA_WIDTH = 64
)
(
   input  wire           CLK        ,
   output reg            RESET      ,
   output reg            ENABLE     ,
   input  wire           DONE       ,
   output wire [31 : 0 ] TMS_VECTOR ,
   output wire [31 : 0 ] TDI_VECTOR ,
   input  wire [31 : 0 ] TDO_VECTOR ,
   input  wire           S_AXIS_TVALID ,
   output reg            S_AXIS_TREADY ,
   input  wire [C_S_AXIS_DATA_WIDTH-1 : 0 ] S_AXIS_TDATA 
);
   localparam  IDLE = 2'b01 ,
               PULL = 2'b10 ;          
   reg [ 1:0]  state;
   reg [31:0]  tms_output;
   reg [31:0]  tdi_output;
   reg         first;
   initial begin
      state      = IDLE;
      first      = 1'b1;
      tms_output = 0;
	  tdi_output = 0;
   end
   always @(posedge CLK) begin 
      case (state)
         IDLE : begin
            if (DONE == 1'b1 || first == 1'b1) begin
               state      <= PULL;
               first      <= 1'b0;
               RESET      <= 1'b1;
               ENABLE     <= 1'b0;
               S_AXIS_TREADY <= 1'b0;
            end else begin
               S_AXIS_TREADY <= 1'b0;
            end
         end
         PULL : begin
            if (S_AXIS_TVALID == 1'b1) begin
               state <= IDLE;
               RESET      <= 1'b0;
               ENABLE     <= 1'b1;
               S_AXIS_TREADY <= 1'b1;
               tms_output    <= S_AXIS_TDATA[31:0];
	           tdi_output	 <= S_AXIS_TDATA[63:32];
            end else begin
               state <= PULL;
            end 
         end
         default : begin
            state <= IDLE;
         end
      endcase
   end
   assign TMS_VECTOR = tms_output;
   assign TDI_VECTOR = tdi_output;
endmodule
`timescale 1 ns / 1 ps
module jtag_fifo_proc # (
   parameter integer C_TCK_CLOCK_RATIO    = 4,
   parameter integer C_S_AXIS_DATA_LENGTH = 32
)
(
   input  wire           CLK        ,
   input  wire           RESET      ,
   input  wire           ENABLE     ,
   output reg            DONE       ,
   input  wire [31 : 0 ] TMS_VECTOR ,
   input  wire [31 : 0 ] TDI_VECTOR ,
   output wire [31 : 0 ] TDO_VECTOR ,
   output wire           TCK        ,
   output wire           TMS        ,
   output wire           TDI        ,
   input  wire           TDO       
);
   localparam  IDLE = 3'b001 ,
               TCKL = 3'b010 ,
               TCKH = 3'b100 ;           
   reg [ 2:0]   state, next_state;
   reg          enable_d;
   wire         enable_red;
   reg          tck_en;
   reg          tck_i;
   reg          done_i;
   reg [ 7:0]   tck_count;
   reg [31:0]   bit_count;
   reg [31:0]   tms_output;
   reg [31:0]   tdi_output;
   reg [31:0]   tdo_capture;
   reg [0:0]    tdo_buffer [31:0];
   reg [4:0]    index;
   wire         tck_pulse;
   wire [31:0]  tdo_capture2;
   always @(posedge CLK) begin
      if (RESET == 1'b1) begin
         state    <= IDLE;
         enable_d <= 1'b0;
      end else begin
         state    <= next_state;
         enable_d <= ENABLE;
      end
   end
   assign enable_red = ENABLE && !enable_d;
   always @(state or enable_red or bit_count or tck_pulse) begin 
      next_state = state;
      tck_en     = 1'b0;
      done_i     = 1'b0;
      case (state)
         IDLE : begin
            if (enable_red == 1'b1) begin
               next_state = TCKL;
               tck_en      = 1'b1;
            end
         end
         TCKL : begin
            tck_en     = 1'b1;
            if (tck_pulse == 1'b1) begin
               next_state = TCKH;
            end else begin
               next_state = TCKL;
            end 
         end
         TCKH : begin
            tck_en     = 1'b1;
            if (tck_pulse == 1'b1) begin
               if (bit_count == 0) begin
                  next_state = IDLE;
                  done_i     = 1'b1;
               end else begin
                  next_state = TCKL;
               end
            end else begin
               next_state = TCKH;
            end 
         end
         default : begin
            next_state = IDLE;
         end
      endcase
   end
   always @(posedge CLK) begin
      if (RESET == 1'b1) begin
         tck_count <= 0;
         bit_count <= 0;
         index     <= 0;
      end else begin
         if (enable_red == 1'b1) begin
            tck_count <= 0;
            bit_count <= C_S_AXIS_DATA_LENGTH-1;
            index     <= 0;
         end else if (tck_en == 1'b1) begin
            if (tck_count == (C_TCK_CLOCK_RATIO/2)-1) begin
               tck_count <= 0;
            end else begin
               tck_count <= tck_count + 1;
            end
            if (state == TCKH && tck_pulse) begin
               bit_count <= bit_count - 1;
               index     <= index + 1;
            end
         end
      end
   end
   assign tck_pulse = (tck_count == (C_TCK_CLOCK_RATIO/2)-1) ? 1'b1 : 1'b0;
   always @(posedge CLK) begin
      if (RESET == 1'b1) begin
         tck_i       <= 1'b0;
         tms_output  <= 0;
         tdi_output  <= 0;
         tdo_capture <= 0;
         DONE        <= 1'b0;
      end else begin
         DONE <= done_i;
         if (enable_red == 1'b1) begin
            tck_i       <= 1'b0;
            tms_output  <= TMS_VECTOR;
            tdi_output  <= TDI_VECTOR;
            tdo_capture <= 0;
         end else if (tck_en == 1'b1) begin
            if (tck_pulse == 1'b1) begin
               tck_i <= ~tck_i;
               if (state == TCKH) begin
                  tms_output  <= {1'b0, tms_output[31:1]};
                  tdi_output  <= {1'b0, tdi_output[31:1]};
                  tdo_capture <= {tdo_capture[30:0], TDO};
               end else begin
                  tdo_buffer[index] <= TDO;
               end
            end
         end else begin
            tms_output <= 0;
            tdi_output <= 0;
         end
      end
   end
genvar i;
generate 
    for (i=0; i < 32; i = i + 1) begin : array
        assign tdo_capture2[i] = tdo_buffer[i];
    end
endgenerate
assign TMS = tms_output[0];
assign TDI = tdi_output[0];
assign TCK = tck_i;
assign TDO_VECTOR = tdo_capture2;   
endmodule

==> changes_impl.md <==
### Metrics

- Post-cts resize count: 0
- Clock Skew: slightly below 0.008 ns
- Clock latency (worst-skew pair): about 0.42 ns
- Final period util: approximately half
- Post-route ant nets: 0
- Residual DRC count: 0
- Gpl congestion: 0.8077
- Syn-to-layout area delta: 20.98%
- F_max: about 160 MHz
- Yosys reg bits: 180
- Slew Limit Headroom: approximately two fifths
- H-tree depth: 4
- Via-to-Cell Ratio: around 5
- CTS sink count: 180
- RSZ-0062 raised after global routing: false
- TritonCTS Buffers: 17
- Post-synth top cells: dfxtp_1 (110), nand2_1 (80), o21ai_0 (71)
- Status: finished clean
- I/O pins: 85
- Synth Cell Area: 7086 um^2
- Clock buffer depth: 2
- Crit Path Category: input pin to output port
- Pwr dens: 176.5 nW/um^2
- WL final: 12740 um
- Post-synth ARST share: 0%
- Crit path max fanout: 6
- Row count: 48
- 1st-pass router iterations: 4
- Area share of the largest cell type after synthesis: slightly above 30%
- Pin count of the biggest net entering global routing: about 67
- Peak supply drop: about 0.00011 V
- Worst Setup End Kind: output port
- Final setup violation count: 0
- Hold Fails Final Rpt: 0
- Worst-margin pin slew: around 0.9 ns
- Routed len/inst: 13.64 um
- Vias: 4785
- Global-route wire length before repair: 21470 um
- DIE HEIGHT: ~140 um
- CP arrival: 3.60 ns
- Yosys chip area: ~7100 um^2
- Main area contributors: dfxtp_1 (31%), edfxtp_1 (30%), mux2i_1 (9.6%)
- EDFF count, synth: around 70
- Cell count after synthesis: 633
- Slew Limit Fails: 0
- Worst setup margin: approximately 6.3 ns
- Hold-fix buffer count after cts: 0
- GRT Overall Usage: 15.34%
- Final cell count without fillers: slightly above 900
- Dominant register cell: dfxtp_1
- Setup_tns: 0 ns
- Die width: 135.1 um
- Layout cell share with drive strength beyond 1: about 7%
- Yosys Instances: 633
- Tool warnings: 39
- Placed Cells: 903
- Core area: 17300 um^2
- Synth area leader: dfxtp_1
- Final Util: roughly 50%
- Initial antenna violation count: 0
- Seq share, synth: about three fifths
- Worst min path class: flip-flop to flip-flop
- Aggregate global routing overflow: 0
- Initial Util: 40.96%
- CTS tree: yes
- Tmin final: 6.084 ns
- Lkg Pwr: about 2.8 nW
- Most common cell in the synthesized netlist: dfxtp_1
- Library cells used by synthesis: 47
- IO Port Bufs: 73
- Chip Area: between 15000 and 20000 um^2
- Vias in the first global route: 4683
- Post-CTS Setup Inserts: 0
- Dpl ws: about 6.3 ns
- Clock slew at reported path FFs: 0.06 ns
- Req. time, crit path: 9.92 ns
- Synthesized area per cell: roughly 11 um^2
- Startpoint types: input pin
- Number of diodes: 0
- Hold Path Stages: 2
- Max_cap viols: 0
- R2R cell count: 5
- Root buf cell: clkbuf_16
- DRT iter0 DRCs: 274
- Yosys warns: 3
- DP HPWL: 8123 um
-- placed cells by master (no fill, tap or decap), types with 5 or more instances in the layout --
cell	Yosys	final
dfxtp_1	110	110
nand2_1	80	80
clkdlybuf4s50_1	0	73
o21ai_0	71	71
edfxtp_1	70	70
mux2i_1	68	68
or3_1	27	27
a21oi_1	22	22
nor2_1	21	20
clkbuf_16	0	17
nor4_1	13	13
or4_1	10	10
buf_4	0	8
nor2b_1	7	7
nand4_1	7	7
inv_1	6	6
or2_2	6	6
a211oi_1	6	6
o31ai_1	6	6
xnor2_1	6	6
ha_1	6	6
inv_6	0	6
nor3_1	5	5
nand3_1	5	5
nand2b_1	5	5
-- final cells by class --
class | count | area (um^2)
well taps | 225 | 281.5
flip-flops and latches | 180 | 4304
clock inverters | 13 | 123.9
clock buffers | 18 | 429.2
multi-input cells | 411 | 2620
repair buffers | 81 | 790.8
inverters | 6 | 22.52
fillers | 1518 | 8725
-- registers in the layout (all words and copies together) (netlist names), 2 cells and up --
signal                       flops
u_jtag_fifo_proc.bit_count      32
u_jtag_fifo.state                2
u_jtag_fifo.tms_output          32
u_jtag_fifo_proc.tdi_output     32
u_jtag_fifo_proc.tms_output     32
u_jtag_fifo_proc.tck_count       8
u_jtag_fifo.tdi_output          32
u_jtag_fifo_proc.state           3
-- metal layers --
metal / share of wire (%) / wire [um] / track usage [%] / vias to the layer above
li1: - / - / - / 2447
met1: 48 / 6092 / 23.25 / 2227
met2: 46 / 5893 / 23.90 / 95
met3: 4.1 / 528 / 3.755 / 16
met4: 1.8 / 225 / 2.622 / 0
met5: 0 / 0 / 0 / -
-- final timing paths --
check	start	end	slack [ns]
setup / recovery	channel	TMS_1	6.32
hold / removal	u_jtag_fifo.tdi_output[11]	u_jtag_fifo_proc.tdi_output[11]	0.44
setup reg to reg	u_jtag_fifo_proc.tck_count[0]	u_jtag_fifo_proc.bit_count[7]	9.21
hold reg to reg	u_jtag_fifo.tdi_output[11]	u_jtag_fifo_proc.tdi_output[11]	0.44
-- logic make-up (layout without fill, tap and decap cells) --
family,count (synthesis),in the layout,synth area share [%]
simple gates,202,202,14.82
buf+inv,42,118,2.472
xor+xnor,10,10,1.236
flops,180,180,60.75
other cells,1,1,0.05292
mux,68,68,9.606
compound gates,124,124,10.01
fa+ha+maj,6,6,1.059
-- worst max-delay path, cell delays in order --
cell and delay, ns:
clkdlybuf4s50_1 0.53, and2_1 0.14, clkdlybuf4s50_1 0.45
-- metrics by stage --
| step | cell area [um^2] | power [mW] | hold WS (ns) |
|---|---|---|---|
| after floorplan | 7086 | 0.9300 | 0.4178 |
| after detailed placement | 8019 | 1.026 | 0.4302 |
| after global routing | 8572 | 1.596 | 0.4658 |
| after global placement | 8019 | 1.015 | 0.4209 |
| after CTS | 8572 | 1.532 | 0.4468 |
| final | 8572 | 1.513 | 0.4425 |
-- report_power, final --
group / leakage [nW] / total (mW) / switching, mW / internal [mW]
Clock: 0.266 / 0.502 / 0.223 / 0.279
Combinational: 0.993 / 0.268 / 0.159 / 0.109
Sequential: 1.53 / 0.743 / 0.0395 / 0.703
Total: 2.79 / 1.51 / 0.422 / 1.09
Power is estimated from default activity; no workload was simulated.
